==> design/flow/design.v <==
module cbi980_core(
	input wire clk,
	input wire ext_rst,
	output wire interrupt,
	output wire i2s_rstn,
	output wire i2s_mclk,
	(* mark_debug = "true" *)
	output wire i2s_lrclk,
	output wire i2s_sclk,
	output wire i2s_sdin,
	input wire  i2s_sdout,
	(* mark_debug = "true" *)
	input wire [2:0] wr_addr,
	input wire [31:0] wr_data,
	(* mark_debug = "true" *)
	input wire wr_en,
	output wire wr_err,
	input wire [2:0] rd_addr,
	output reg [31:0] rd_data,
	input wire rd_valid_in,
	output reg rd_valid_out
);
parameter FIFO_SIZE=4;
localparam CVR=3'd0, SR=3'd1, CR=3'd2, LCFR=3'd3, DOUT1R=3'd4, DOUT0R=3'd5, DIN1R=3'd6, DIN0R=3'd7;
wire init;
reg  [1:0] rx_ovf, tx_unf;
wire [1:0] rxne, rxf, txnf, txe;
wire [11:0] flags={rx_ovf[1], tx_unf[1], rx_ovf[0], tx_unf[0], rxne[1], rxf[1], txnf[1], txe[1], rxne[0], rxf[0], txnf[0], txe[0]};
reg [11:0] ie;
reg [1:0] rxen, txen;
assign interrupt=|(flags&ie);
reg [2:0] mclk_rate=3'b0;
wire[2:0] sclk_rate=3'd2;
reg [2:0] octet_cnt=3'd2;
reg       rjust    =1'b0;
reg       lsb_first=1'b0;
reg [31:0] r1fifo [2**FIFO_SIZE-1:0];
reg [31:0] r0fifo [2**FIFO_SIZE-1:0];
(* mark_debug = "true" *)
reg [FIFO_SIZE-1:0]  r1head, r1tail;
(* mark_debug = "true" *)
reg [FIFO_SIZE-1:0]  r0head, r0tail;
reg [31:0] t1fifo [2**FIFO_SIZE-1:0];
reg [31:0] t0fifo [2**FIFO_SIZE-1:0];
(* mark_debug = "true" *)
reg [FIFO_SIZE-1:0]  t1head, t1tail;
(* mark_debug = "true" *)
reg [FIFO_SIZE-1:0]  t0head, t0tail;
reg irq_rst, soft_rst;
wire rst = ext_rst | soft_rst;
wire [FIFO_SIZE-1:0] r1head_next = r1head+'b1;
wire [FIFO_SIZE-1:0] t1head_next = t1head+'b1;
wire [FIFO_SIZE-1:0] r0head_next = r0head+'b1;
wire [FIFO_SIZE-1:0] t0head_next = t0head+'b1;
assign rxne[1]=r1head!=r1tail;
assign rxf [1]=r1head_next==r1tail;
assign txnf[1]=t1head_next!=t1tail;
assign txe [1]=t1head==t1tail;
assign rxne[0]=r0head!=r0tail;
assign rxf [0]=r0head_next==r0tail;
assign txnf[0]=t0head_next!=t0tail;
assign txe [0]=t0head==t0tail;
always @(posedge clk)
	case(rd_addr)
		CVR:     rd_data <= 32'hcb199800;
		SR:      rd_data <= {init, 7'b0, 4'b0, flags, 8'b0};
		CR:      rd_data <= {8'b0, 4'b0, ie, 2'b0, rxen, txen, interrupt, 1'b0};
		LCFR:    rd_data <= {5'b0, mclk_rate, 5'b0, sclk_rate, 5'b0, octet_cnt, 6'b0, rjust, lsb_first};
		DIN1R:   rd_data <= r1fifo[r1tail];
		DIN0R:   rd_data <= r0fifo[r0tail];
		default: rd_data <= 32'b0;
	endcase
always @(posedge clk)
	if(rst) begin
		r1tail <= 'b0;
		r0tail <= 'b0;
	end else if(rd_valid_in) case(rd_addr)
		DIN1R:   r1tail <= r1tail + 1;
		DIN0R:   r0tail <= r0tail + 1;
	endcase
always @(posedge clk)
	rd_valid_out <= rd_valid_in;
assign wr_err=wr_en&((wr_addr<CR)|(wr_addr>DOUT0R));
always @(posedge clk)
	if(rst) begin
		ie <= 12'b0;
		rxen <= 1'b0;
		txen <= 1'b0;
		soft_rst <= 1'b0;
		t1head <= 'b0;
		t0head <= 'b0;
	end else if(wr_en) case(wr_addr)
		CR: begin
			ie <= wr_data[19:8];
			rxen <= wr_data[5:4];
			txen <= wr_data[3:2];
			soft_rst <= wr_data[0];
		end
		DOUT1R: begin
			t1fifo[t1head] <= wr_data;
			t1head <= t1head + 1;
		end
		DOUT0R: begin
			t0fifo[t0head] <= wr_data;
			t0head <= t0head + 1;
		end
	endcase
always @(posedge clk)
	if(~rst & wr_en & (wr_addr == CR))
		irq_rst <= wr_data[1];
	else
		irq_rst <= 1'b0;
(* mark_debug = "true" *)
wire [1:0]  aud_dout_vld, aud_din_ack;
(* mark_debug = "true" *)
wire [31:0] aud_dout, aud_din0, aud_din1;
always @(posedge clk)
	if(rst)
		r1head <= 'b0;
	else if(aud_dout_vld[1] & rxen[1]) begin
		r1fifo[r1head] <= aud_dout;
		r1head <= r1head + 1;
	end
always @(posedge clk)
	if(rst)
		t1tail <= 'b0;
	else if(aud_din_ack[1] & txen[1])
		t1tail <= t1tail + 1;
assign aud_din1 = t1fifo[t1tail];
always @(posedge clk)
	if(rst)
		r0head <= 'b0;
	else if(aud_dout_vld[0] & rxen[0]) begin
		r0fifo[r0head] <= aud_dout;
		r0head <= r0head + 1;
	end
always @(posedge clk)
	if(rst)
		t0tail <= 'b0;
	else if(aud_din_ack[0] & txen[0])
		t0tail <= t0tail + 1;
assign aud_din0 = t0fifo[t0tail];
wire [1:0] txfeed={2{wr_en}}&{wr_addr==DOUT1R, wr_addr==DOUT0R};
wire [1:0] rxsink={2{rd_valid_in}}&{rd_addr==DIN1R, rd_addr==DIN0R};
genvar i;
generate for(i=0; i<2; i=i+1) begin
always @(posedge clk)
	if(rst)
		rx_ovf[i] <= 1'b0;
	else if(aud_dout_vld[i] & rxen[i] & rxf[i] & ~ rxsink[i])
		rx_ovf[i] <= 1'b1;
	else if(irq_rst)
		rx_ovf[i] <= 1'b0;
always @(posedge clk)
	if(rst)
		tx_unf[i] <= 1'b0;
	else if(aud_din_ack[i] & txen[i] & txe[i] & ~txfeed[i])
		tx_unf[i] <= 1'b1;
	else if(irq_rst)
		tx_unf[i] <= 1'b0;
end
endgenerate
codec_if i2s_if(
	.clk(clk),
	.rst(rst),
	.init_done(init),
	.mclk_rate(mclk_rate),
	.sclk_rate(sclk_rate),
	.codec_rstn(i2s_rstn),
	.codec_mclk(i2s_mclk),
	.codec_lrclk(i2s_lrclk),
	.codec_sclk(i2s_sclk),
	.codec_sdin(i2s_sdin),
	.codec_sdout(i2s_sdout),
	.aud_dout_vld(aud_dout_vld),
	.aud_dout(aud_dout[31:8]),
	.aud_din_ack(aud_din_ack),
	.aud_din0(aud_din0[31:8]),
	.aud_din1(aud_din1[31:8])
);
assign aud_dout[7:0] = 8'b0;
endmodule
`default_nettype none
module cbi980al(
	input wire aclk,
	input wire arstn,
	input wire [31:0] awaddr,
	input wire [3:0] awcache,
	input wire [2:0] awprot,
	input wire awvalid,
	output wire awready,
	input wire [31:0] wdata,
	input wire [3:0] wstrb,
	input wire wvalid,
	output wire wready,
	output wire [1:0] bresp,
	output wire bvalid,
	input wire bready,
	input wire [31:0] araddr,
	input wire [3:0] arcache,
	input wire [2:0] arprot,
	input wire arvalid,
	output wire arready,
	output reg  [31:0] rdata,
	output wire [1:0] rresp,
	output wire rvalid,
	input wire rready,
	output wire irq,
	output wire i2s_rstn,
	output wire i2s_mclk,
	output wire i2s_lrclk,
	output wire i2s_sclk,
	output wire i2s_sdin,
	input wire  i2s_sdout
);
reg rst;
always @(posedge aclk, negedge arstn)
	if(~arstn) rst <= 1'b1;
	else       rst <= 1'b0;
wire write_en, write_err;
wire write_inval=~&wstrb;
reg  [31:0] write_data;
reg  [31:0] write_addr;
wire read_en, read_vld;
wire [31:0] read_data;
reg  [31:0] read_addr;
localparam WR_WAIT = 2'd0;
localparam WR_SENT = 2'd1;
localparam WR_DONE = 2'd2;
localparam WR_DERR = 2'd3;
reg [1:0] wr_state;
always @(posedge aclk)
        if(rst) wr_state <= WR_WAIT;
	else case(wr_state)
		WR_WAIT: if(awvalid & wvalid) wr_state <= WR_SENT;
		WR_SENT: if(write_err|write_inval) wr_state <= WR_DERR;
		         else       wr_state <= WR_DONE;
		default: if(bready) wr_state <= WR_WAIT;
	endcase
assign awready  = wr_state == WR_SENT;
assign wready   = wr_state == WR_SENT;
assign write_en = wr_state == WR_SENT & ~write_inval;
assign bvalid   = wr_state == WR_DONE || wr_state == WR_DERR;
assign bresp    = wr_state == WR_DERR ? 2'b10 : 2'b00;
always @(posedge aclk) begin
	if(awvalid) write_addr <= awaddr;
	if(wvalid)  write_data <= wdata;
end
localparam RD_WAIT = 2'd0;
localparam RD_SENT = 2'd1;
localparam RD_DONE = 2'd2;
reg [1:0] rd_state;
always @(posedge aclk)
	if(rst) rd_state <= RD_WAIT;
	else case(rd_state)
		RD_WAIT: if(arvalid)  rd_state <= RD_SENT;
		RD_SENT: if(read_vld) rd_state <= RD_DONE;
		RD_DONE: if(rready)   rd_state <= RD_WAIT;
	endcase
assign arready = rd_state == RD_WAIT;
assign read_en = rd_state == RD_SENT;
assign rvalid  = rd_state == RD_DONE;
assign rresp   = 2'b00;  
always @(posedge aclk) begin
	if(read_vld) rdata <= read_data;
	if(arvalid)  read_addr <= araddr;
end
cbi980_core core(
	.clk(aclk),
	.ext_rst(rst),
	.interrupt(irq),
	.i2s_rstn(i2s_rstn),
	.i2s_mclk(i2s_mclk),
	.i2s_lrclk(i2s_lrclk),
	.i2s_sclk(i2s_sclk),
	.i2s_sdin(i2s_sdin),
	.i2s_sdout(i2s_sdout),
	.wr_addr(write_addr[4:2]),
	.wr_data(write_data),
	.wr_en(write_en),
	.wr_err(write_err),
	.rd_addr(read_addr[4:2]),
	.rd_data(read_data),
	.rd_valid_in(read_en),
	.rd_valid_out(read_vld)
);
endmodule
`timescale 1ns / 1ps
module codec_if
(
   input             clk,
   input             rst,
   output            init_done,
   input       [3:0] mclk_rate,
   input       [3:0] sclk_rate,
   output            codec_rstn,
   output            codec_mclk,
   output            codec_lrclk,
   output            codec_sclk,
   output            codec_sdin,
   input             codec_sdout,
   output reg [ 1:0] aud_dout_vld,
   output     [23:0] aud_dout,
   output reg [ 1:0] aud_din_ack,
   input      [23:0] aud_din0,
   input      [23:0] aud_din1
);
reg [19:0] div_cntr;
always @ (posedge clk)
if(rst) begin
  div_cntr <= 'b0;
end else div_cntr <= div_cntr + 'b1;
assign codec_lrclk  = div_cntr[8];       
assign codec_sclk   = div_cntr[sclk_rate];
assign codec_mclk   = div_cntr[mclk_rate];
wire sclk_fall;
wire sclk_rise;
assign sclk_fall    = div_cntr[2:0]==3'b111;
assign sclk_rise    = div_cntr[2:0]==3'b011;
wire [ 4:0] bit_cntr;
assign bit_cntr     = div_cntr[7:3];
reg rst_ff;
always @ (posedge clk)
if(rst) rst_ff <= 1'b0;
else if(div_cntr[12]) rst_ff <= 1'b1;
assign codec_rstn = rst_ff;
reg init_done_ff;
always @ (posedge clk)
if(rst) init_done_ff <= 1'b0;
else if(&div_cntr[19:9]) init_done_ff <= 1'b1;
reg  [23:0] shr_rx;
always @ (posedge clk)
if(sclk_rise) shr_rx={shr_rx[22:0], codec_sdout};
always @ (posedge clk)
if(sclk_rise&&init_done_ff&&codec_lrclk&&bit_cntr==5'd23)
  aud_dout_vld[0]<=1'b1;
else
  aud_dout_vld[0]<=1'b0;
always @ (posedge clk)
if(sclk_rise&&init_done_ff&&!codec_lrclk&&bit_cntr==5'd23)
  aud_dout_vld[1]<=1'b1;
else
  aud_dout_vld[1]<=1'b0;
assign aud_dout = shr_rx;
reg  [23:0] shr_tx;
always @ (posedge clk)
if(sclk_fall) begin
  if(init_done_ff&&bit_cntr==5'd31)
    if(codec_lrclk) shr_tx<=aud_din0;
    else shr_tx<=aud_din1;
  else
    shr_tx<={shr_tx[22:0], 1'b0};
end
assign codec_sdin = shr_tx[23];
always @ (posedge clk)
if(sclk_fall&&init_done_ff&&bit_cntr==5'd24&&codec_lrclk)
  aud_din_ack[0]<=1'b1;
else aud_din_ack[0]<=1'b0;
always @ (posedge clk)
if(sclk_fall&&init_done_ff&&bit_cntr==5'd24&&!codec_lrclk)
  aud_din_ack[1]<=1'b1;
else aud_din_ack[1]<=1'b0;
assign init_done=init_done_ff;
endmodule
==> design/flow/run.sh <==
#!/bin/bash
# OpenROAD 26Q1-2900-gdf79404cd8, Yosys 0.63+post, stock flow scripts
make -C /OpenROAD-flow-scripts/flow DESIGN_CONFIG=/design/flow/config.mk WORK_HOME=/design/flow/orfs finish
==> design/flow/config.mk <==
export PLATFORM = sky130hd
export DESIGN_NAME = cbi980al
export DESIGN_NICKNAME = cbi980al
export VERILOG_FILES = /design/flow/design.v
export SDC_FILE = /design/flow/constraint.sdc
export NUM_CORES = 4
export LEC_CHECK = 1
export CORE_UTILIZATION = 30
==> design/flow/constraint.sdc <==
current_design cbi980al

set clk_period 11.1
set clk_io_pct 0.2

create_clock -name clk0 -period $clk_period [get_ports {aclk}]

set non_clock_inputs [all_inputs -no_clocks]
set_input_delay [expr $clk_period * $clk_io_pct] -clock clk0 $non_clock_inputs
set_output_delay [expr $clk_period * $clk_io_pct] -clock clk0 [all_outputs]
==> out/notes.md <==
The flow ran to the end, and the final reports show no timing, DRC or antenna violations. The master of the slowest instance on the critical path was sky130_fd_sc_hd__dfxtp_1. The run gives 0 as the total congestion overflow after global routing.

Per the post-CTS timing run, clock transition at the registers of the reported paths is 60 ps. For this run, design rule violations remaining after detail routing come to 0. The worst setup path is launched from a register. Counting flops with a built-in enable in the synthesized netlist gives 1,649. The run gives 67,700 sq um for the cell area after synthesis. The transition time at the pin with the least slew margin is 878 ps. For the post-detailed-placement half-perimeter wirelength, the log shows 83.5 mm. Global routing used 14.2% of the available tracks. The number of buffers inserted by hold repair at cts is 0.

After routing, the total negative slack on setup checks comes to 0 ps. The path class of the lowest-slack min-delay path is reg2reg. Ranked by instance count, the synthesized netlist is headed by 1,649 x sky130_fd_sc_hd__edfxtp_1, 429 x sky130_fd_sc_hd__mux4_2, 133 x sky130_fd_sc_hd__dfxtp_1. With the clock latency of the later-clocked register in the worst-skew pair at 800 ps, the proportion of register bits with asynchronous set or reset after synthesis is 0.0561%. The run gives 0 as the number of instances resized during post-cts repair. The number of buffers on the longest clock path is 3, and the flip-flop and latch count after synthesis is 1,783. The run gives 3 for the initial antenna violation count.

Per the timing report, the most critical flop-to-flop path finishes at core.i2s_if.shr_tx[18]. The run gives 173 for the number of CTS-inserted buffers. At the end of routability-driven placement, the weighted congestion stood at 0.826. With the via-per-instance ratio at 4.80, the number of cells in the yosys synthesis report is 3,121. With the number of search-and-repair iterations in the first detailed-routing pass at 5, the headroom to the max-slew limit is 41.4%. Top cell type by total area after synthesis: sky130_fd_sc_hd__edfxtp_1.

The top cell type by instance count after synthesis was sky130_fd_sc_hd__edfxtp_1. TritonCTS built the clock tree. Per the OpenROAD floorplan log, the height of the die is 477 um. Per the detail_route report, the via count comes to 31,200. The run gives 21.7 sq um for the mean instance size in the synthesized netlist.

The share of post-route cells with drive strength above 1 is 26.9%. The worst path needs 5760 ps of the cycle, external delays included. The number of cells on the worst hold path is listed as 0. Per the run report, area growth between synthesis and finish was 16.0%.

The yosys stat chip area is 67,700 sq um. The library cell used as clock root buffer was sky130_fd_sc_hd__clkbuf_16. The longest incremental delay of any stage on the critical path is reported as 600 ps. The wire length per cell after detailed routing is 23.2 um. The signal on the critical path passes through xor2_1, o41ai_1, nand3_1, a211oi_1, nand3_1, clkdlybuf4s50_1.

For the number of distinct standard cells referenced by the synthesized netlist, the log shows 53. Leakage power: 0.0237 uW. STA classifies the critical path endpoint as a primary output. The first global-routing pass estimated 223 mm of wire.

The count of nets left with antenna violations once routing finished came out at 0. The repair_antennas step left the layout with diodes totalling 0. Before placement the cells fill 30.3% of the core. In this design, the critical path's most frequently occurring cell is sky130_fd_sc_hd__nand3_1.

The core area is 223,000 sq um. The count of boundary I/O pins came out at 169. The die is 477 um wide. The tree built by TritonCTS fans out to 1,783 sinks. The synthesis report lists the most area-consuming cells as sky130_fd_sc_hd__edfxtp_1 73%, sky130_fd_sc_hd__mux4_2 14%, sky130_fd_sc_hd__dfxtp_1 3.9%, sky130_fd_sc_hd__mux2i_1 0.75%, sky130_fd_sc_hd__mux2_2 0.72%.

From the final report, the count of setup violators was given as 0. The floorplan step defined a die boundary enclosing 227,000 sq um. The report shows a maximum critical-path fanout of 10. The worst path uses 51.9% of the clock period. Pin count of the biggest net entering global routing: 51. Setup repair after global routing left no endpoint under its margin. Once iteration 0 of detailed routing completed, the report listed 1,681 DRC markers. The run gives 3,121 for the number of instances in the synthesized netlist. Warnings reported by Yosys during synthesis add up to 5.

The run gives 173 as the count of standard-cell rows. The run gives 6 for the depth of the most critical reg-to-reg path. The register-to-register setup slack came out at 7240 ps. Yosys reports that the leading cell type by area covers 73.2% of the netlist area.

Per the summary, power density relative to cell area is 170 nW/um^2. Total power for the finished layout comes to 13,300 uW. The number of max-slew violations in the final report was 0; the post-route clock skew was 55.4 ps. Sequential cells were found to cover 77.1% of the synthesized design area. The total number of H-tree levels is 4, and the data arrival time at the worst-slack endpoint is 3540 ps. The stage-log warning count came out at 113.

Across the run, the number of max-cap violations was 0. The flow reports an fmax of 174 MHz. After detailed routing, the total wire length is 151 mm. The count of final hold-check violations is 0, and the number of setup buffers added after CTS is 0. Worst IR drop on VDD: 0.000171 V. The path with the worst hold slack has its endpoint at rdata[19].

The tools report the via count of the first global-routing pass as 34,300. The worst setup path is of the reg2out kind. In the synthesized netlist the dominant register cell turns out to be sky130_fd_sc_hd__edfxtp_1. The number of buffers inserted by port buffering was 88.

The data required time reported for the critical path is 8880 ps. Origin of the worst min-delay path: core.rd_data[19].
power breakdown:
group / switching (uW) / internal (uW) / leakage, uW
Combinational: 160 / 77.6 / 0.00506
Clock: 2480 / 3240 / 0.00270
Sequential: 22.5 / 7360 / 0.0160
layout make-up:
class | count | area, sq um
inverters | 36 | 135
well taps | 2975 | 3720
repair buffers | 243 | 2040
clock buffers | 229 | 4630
clock inverters | 84 | 906
multi-input cells | 1143 | 14800
flip-flops and latches | 1783 | 52200
fillers | 20200 | 145000
state kept, by name, indices dropped and copies added (netlist names), 12 cells and up, named ones only:
name	count
core.t1fifo	384
rdata	29
core.i2s_if.shr_tx	24
core.i2s_if.div_cntr	20
core.i2s_if.shr_rx	24
core.r0fifo	384
write_data	30
core.rd_data	29
core.r1fifo	384
core.ie	12
core.t0fifo	384
worst max-delay path: cells and delay by family, from the launching register on:
family / cells / cell delay, ps
AOI/OAI and AO/OA: 2 / 870
xor gates and xnor gates: 1 / 210
buffers and inverters: 1 / 520
DFF: 1 / 600
and+or+nand+nor: 2 / 560
layer usage:
| layer | global-route usage, % | vias to the layer above | share of wire [%] |
|---|---|---|---|
| met1 | 16.2 | 15700 | 34 |
| li1 | - | 13400 | - |
| met2 | 22.1 | 1804 | 49 |
| met4 | 3.43 | 0 | 2.9 |
| met3 | 9.79 | 229 | 15 |
| met5 | 0.210 | - | 0 |
cell usage in the layout (no fill, tap or decap), drive strengths merged, types with 3 or more instances in the layout:
cell and n:
a211oi 8, a21oi 41, a221o 12, a221oi 12
a22o 17, a22oi 20, a32oi 3, and2 19
and3 11, buf 156, bufinv 12, clkbuf 229
clkdlybuf4s50 87, clkinv 60, clkinvlp 3, conb 7
dfxtp 133, edfxtp 1649, ha 23, inv 45
mux2 43, mux2i 51, mux4 435, nand2 67
nand2b 10, nand3 45, nand4 11, nor2 125
nor2b 14, nor3 21, nor4 16, nor4b 3
o211ai 9, o21ai 29, or3 9, xnor2 23
xor2 39
per-stage QoR:
step                      utilization [%]  cell area (sq um)  instances  setup WS, ps  hold slack, ps
after floorplan                         -              67700       3127          5820             329
after global placement               32.7              73000       6180          5890             391
after detailed placement             32.7              73000       6180          5850             389
after CTS                            35.2              78500       6493          5180             404
after global routing                 35.2              78500       6493          5170             409
final                                35.2              78500       6493          5340             402
how the worst max path moves through the flow:
stage,start,end,slack (ps),cells after the start
4_1_cts,core.r1head[2],irq,5180,6
5_1_grt,core.r1head[2],irq,5170,6
6_report,core.r1head[2],irq,5340,6
kinds of logic (layout without fill, tap and decap cells):
family | after synthesis | after routing | synth area share (%)
other cells | 1 | 7 | 0.00554
fa+ha+maj | 23 | 23 | 0.425
xor+xnor | 62 | 62 | 0.802
compound gates | 162 | 162 | 1.65
mux | 529 | 529 | 16.0
simple gates | 360 | 360 | 2.53
flops | 1783 | 1783 | 77.1
buf+inv | 201 | 592 | 1.46
Power is estimated from default activity; no workload was simulated.
